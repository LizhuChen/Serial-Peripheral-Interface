**design.v**
```verilog
`timescale 1 ns / 10 ps
module ALU(clk,a,b,sel,out,aluop_st);
input signed[7:0] a,b ;
input [2:0] sel ;
output signed [7:0] out ;
input clk,aluop_st;	
reg signed [15:0] temp ;
reg signed [15:0] tmp ;
reg signed [7:0] results ;
always@(posedge clk) begin 
	if(aluop_st) begin
		case(sel)                  
			3'b000: begin
			temp = a + b;    
			results = temp[8:1] ;
			end
			3'b001: begin 
				tmp = ~b + 1 ;
				temp = a + tmp;   
				results	= temp[8:1] ;	
			end
			3'b010: results = a & b;      
			3'b011: results = a | b;      
			3'b100: results = a ^ b;      
			3'b101: begin
				temp = (a >> 1) ;
				tmp = 4*b ;
				temp = temp + tmp ;
				results = temp[10:3] ;
			end
			3'b110: begin
				tmp = a+b ;
				temp = tmp * 3 ;
				results = temp[10:3] ;		
			end
			3'b111: begin
				temp = 6*a;   
				tmp = (b >> 2) ;
				temp = temp + tmp ;
				results = temp[10:3] ;		
			end
		endcase
	end
	else results = 0 ;
end
assign out = results ;
endmodule
`timescale 1 ns / 10 ps
module SPI(SPI_clk,clk,SPI_en,aluop_st,aluop_st2,SPI_data,rst,SPI_RD);
input	SPI_clk,clk,aluop_st,aluop_st2,rst,SPI_en;
input   SPI_data ;
output	reg SPI_RD ;
reg [23:0] register ;
wire [23:0] data ;
reg [4:0] i ;
reg temp_en ;
reg temp2_en ;
wire judge_en ;
reg read_op ;
reg	signed [18:0] ALU_rom_data[7:0];
reg	signed [18:0] MAC_rom_data[7:0];
reg signed [7:0] ALU_rom_out[7:0];
reg signed [15:0] MAC_rom_out[7:0];
reg temp_aluop,temp_aluop2 ;
reg temp1_aluop2 ;
reg signed [7:0] temp_a,temp_b;
reg [2:0] temp_sel ;
reg signed [7:0] temp_MAC_a,temp_MAC_b;
reg [2:0] temp_MAC_sel ;
reg [3:0] temp_i ;
reg [3:0] temp_MAC_i ;
reg [3:0] MAC_i ;
initial begin
	temp1_aluop2 = 1 ;
	temp_aluop = 0 ;
	temp_aluop2 = 0 ;
	temp_en = 0 ;
	temp2_en = 0 ;
	i = 23 ;
	ALU_rom_data[0] = 8'd0;
	ALU_rom_data[1] = 8'd0;
	ALU_rom_data[2] = 8'd0;
	ALU_rom_data[3] = 8'd0;
	ALU_rom_data[4] = 8'd0;
	ALU_rom_data[5] = 8'd0;
	ALU_rom_data[6] = 8'd0;
	ALU_rom_data[7] = 8'd0;
	MAC_rom_data[0] = 8'd0;
	MAC_rom_data[1] = 8'd0;
	MAC_rom_data[2] = 8'd0;
	MAC_rom_data[3] = 8'd0;
	MAC_rom_data[4] = 8'd0;
	MAC_rom_data[5] = 8'd0;
	MAC_rom_data[6] = 8'd0;
	MAC_rom_data[7] = 8'd0;	
	temp_i = 0 ;
	temp_MAC_i = 0 ;
	temp_MAC_a = 0 ;
	temp_MAC_b = 0 ;
	temp_MAC_sel = 0 ;
	SPI_RD = 0 ;
	read_op = 0 ;
	MAC_i = 0 ;
end
assign judge_en = (temp_en == 1 && temp2_en == 0 )? 1 : 0 ;
always@( posedge SPI_clk ) begin
	temp2_en <= temp_en ;
end
always@( posedge SPI_clk ) begin
	temp_en <= SPI_en ;
	if(aluop_st) temp_aluop = 1 ;
	if(aluop_st2) temp_aluop2 = 1 ;
	if(rst)begin
		temp_en = 0 ;
		temp2_en = 0 ;
		ALU_rom_data[0] = 8'd0;
		ALU_rom_data[1] = 8'd0;
		ALU_rom_data[2] = 8'd0;
		ALU_rom_data[3] = 8'd0;
		ALU_rom_data[4] = 8'd0;
		ALU_rom_data[5] = 8'd0;
		ALU_rom_data[6] = 8'd0;
		ALU_rom_data[7] = 8'd0;
		MAC_rom_data[0] = 8'd0;
		MAC_rom_data[1] = 8'd0;
		MAC_rom_data[2] = 8'd0;
		MAC_rom_data[3] = 8'd0;
		MAC_rom_data[4] = 8'd0;
		MAC_rom_data[5] = 8'd0;
		MAC_rom_data[6] = 8'd0;
		MAC_rom_data[7] = 8'd0;	
		register = 0 ;
		i = 23 ;		
	end
	else if(!SPI_en) begin
		register[i] <= SPI_data ;
		if(i == 23) begin		 
			if( SPI_data == 1 )begin
				SPI_RD <= 0 ;
				read_op = 1 ;
			end
		end
		if( read_op ) begin	
			if(i <= 22) begin
				SPI_RD <= 0 ;
				if(register[22]) begin
					if( i <= 15) begin
						case( register[21:19] ) 
							3'd0:begin
								SPI_RD <= MAC_rom_out[0][i] ;
							end
							3'd1:begin
								SPI_RD <= MAC_rom_out[1][i];
							end
							3'd2:begin
								SPI_RD <= MAC_rom_out[2][i];
							end
							3'd3:begin
								SPI_RD <= MAC_rom_out[3][i];
							end
							3'd4:begin
								SPI_RD <= MAC_rom_out[4][i];
							end
							3'd5:begin
								SPI_RD <= MAC_rom_out[5][i];
							end
							3'd6:begin
								SPI_RD <= MAC_rom_out[6][i] ;
							end
							3'd7:begin
								SPI_RD <= MAC_rom_out[7][i] ;
							end
						endcase
					end
				end
				else begin
					if( i <= 15) begin
						case( register[21:19] ) 
							3'd0:begin
								SPI_RD <= MAC_rom_out[0][15-i] ;
							end
							3'd1:begin
								SPI_RD <= MAC_rom_out[1][15-i];
							end
							3'd2:begin
								SPI_RD <= MAC_rom_out[2][15-i];
							end
							3'd3:begin
								SPI_RD <= MAC_rom_out[3][15-i];
							end
							3'd4:begin
								SPI_RD <= MAC_rom_out[4][15-i];
							end
							3'd5:begin
								SPI_RD <= MAC_rom_out[5][15-i];
							end
							3'd6:begin
								SPI_RD <= MAC_rom_out[6][15-i] ;
							end
							3'd7:begin
								SPI_RD <= MAC_rom_out[7][15-i] ;
							end
						endcase
					end
				end
			end
		end
		i = i - 1'd1 ;
	end
	else begin
		i = 23 ;
	end
end
assign data = (judge_en) ? register : 0 ;
always@(*) begin
	if(judge_en) begin
		if(register[23] == 0) begin
			if(register[22] == 0) begin
				case ( register[21:19] )
					3'd0:begin
						ALU_rom_data[0] <= register[18:0];
					end
					3'd1:begin
						ALU_rom_data[1] <= register[18:0];
					end
					3'd2:begin
						ALU_rom_data[2] <= register[18:0];
					end
					3'd3:begin
						ALU_rom_data[3] <= register[18:0];
					end
					3'd4:begin
						ALU_rom_data[4] <= register[18:0];
					end
					3'd5:begin
						ALU_rom_data[5] <= register[18:0];
					end
					3'd6:begin
						ALU_rom_data[6] <= register[18:0];
					end
					3'd7:begin
						ALU_rom_data[7] <= register[18:0];
					end
				endcase
			end
			else if (register[22] == 1) begin
				case ( register[21:19] )
					3'd0:begin
						MAC_rom_data[0] <= register[18:0];
					end
					3'd1:begin
						MAC_rom_data[1] <= register[18:0];
					end
					3'd2:begin
						MAC_rom_data[2] <= register[18:0];
					end
					3'd3:begin
						MAC_rom_data[3] <= register[18:0];
					end
					3'd4:begin
						MAC_rom_data[4] <= register[18:0];
					end
					3'd5:begin
						MAC_rom_data[5] <= register[18:0];
					end
					3'd6:begin
						MAC_rom_data[6] <= register[18:0];
					end
					3'd7:begin
						MAC_rom_data[7] <= register[18:0];
					end
				endcase			
			end
		end
	end
end
wire [7:0] temp_out ;
always@(posedge clk) begin
	if(temp_i == 4'd8) begin
		temp_aluop = 0 ;
		temp_i = 0 ;
	end
	else if(temp_aluop) begin
		temp_a = ALU_rom_data[temp_i][15:8] ;
		temp_b = ALU_rom_data[temp_i][7:0] ;
		temp_sel = ALU_rom_data[temp_i][18:16] ;
		temp_i = temp_i + 1'd1 ;
	end
	else temp_i = 0 ;
end
wire [15:0] temp_MAC_out ;
always@(posedge clk) begin
	if(temp1_aluop2 == 0 )temp_aluop2 = 0 ;
	if(temp_MAC_i == 4'd8) begin
		temp1_aluop2 <= 0 ;
		temp_MAC_i <= 0 ;
	end
	else if(temp_aluop2) begin
		temp_MAC_a = MAC_rom_data[temp_MAC_i][15:8] ;
		temp_MAC_b = MAC_rom_data[temp_MAC_i][7:0] ;
		temp_MAC_sel = MAC_rom_data[temp_MAC_i][18:16] ;
		temp_MAC_i <= temp_MAC_i + 1'd1 ;
	end
	else temp_MAC_i <= 0 ;
	if(temp_aluop2) begin
		if( temp_MAC_i < 2 )begin
			MAC_i = 0 ;
		end
		else if ( MAC_i == 8 )begin
			MAC_i = 0 ;
		end
		else MAC_i = MAC_i + 1'd1 ;
	end
end
ALU alu(clk,temp_a,temp_b,temp_sel,temp_out,aluop_st);
calculus CAL(temp_MAC_out, clk, temp_MAC_a, temp_MAC_b, temp_aluop2, temp_MAC_sel) ;
always@(*) begin
	if(temp_aluop) begin
		case ( temp_i )
			4'd0:begin
				ALU_rom_out[0] <= temp_out;
			end
			4'd1:begin
				ALU_rom_out[1] <= temp_out;
			end
			4'd2:begin
				ALU_rom_out[2] <= temp_out;
			end
			4'd3:begin
				ALU_rom_out[3] <= temp_out;
			end
			4'd4:begin
				ALU_rom_out[4] <= temp_out;
			end
			4'd5:begin
				ALU_rom_out[5] <= temp_out;
			end
			4'd6:begin
				ALU_rom_out[6] <= temp_out;
			end
			4'd7:begin
				ALU_rom_out[7] <= temp_out;
			end
		endcase
	end
	if(temp_aluop2) begin
		case ( MAC_i )
			4'd0:begin
				MAC_rom_out[0] <= temp_MAC_out;
			end
			4'd1:begin
				MAC_rom_out[1] <= temp_MAC_out;
			end
			4'd2:begin
				MAC_rom_out[2] <= temp_MAC_out;
			end
			4'd3:begin
				MAC_rom_out[3] <= temp_MAC_out;
			end
			4'd4:begin
				MAC_rom_out[4] <= temp_MAC_out;
			end
			4'd5:begin
				MAC_rom_out[5] <= temp_MAC_out;
			end
			4'd6:begin
				MAC_rom_out[6] <= temp_MAC_out;
			end
			4'd7:begin
				MAC_rom_out[7] <= temp_MAC_out;
			end
		endcase
	end
end
endmodule
`timescale 1 ns / 10 ps
module calculus(dout, clk, A_in, C_in, aluop_st2, sel) ;
input clk,aluop_st2 ;
input [2:0] sel ;
input signed [7:0] A_in, C_in ;
output reg signed [15:0] dout ;
reg signed [15:0] temp ;
reg signed [19:0] results ;
reg signed [19:0] tempout  ;
reg signed [19:0] addout ;
reg [1:0] turn ;
reg temp_aluop_st2 ;
initial begin
	tempout = 20'd0;
	addout = 20'd0;
	temp = 0 ;
	temp_aluop_st2 = 0 ;
	results = 0 ;
	turn = 0 ;
end
always@(posedge clk) begin 
	if(aluop_st2) begin
		temp_aluop_st2 = 1 ;
	end
	else temp_aluop_st2 = 0 ;
end
always@(posedge clk) begin 
	if(temp_aluop_st2) begin
		temp = A_in * C_in ;
		addout = addout + {{4{temp[15]}},temp} ;
		tempout = addout ;
		turn = sel[1:0] ;
		if( sel[2] == 1 ) begin 
			case(turn)
				2'b00:begin
					if(tempout[3] == 1 ) results = tempout + 16 ;
					else results = tempout ;
				end
				2'b01:begin
					if(tempout[2] == 1 ) results = tempout + 8 ;
					else results = tempout ;
				end
				2'b10:begin
					if(tempout[1] == 1 ) results = tempout + 4 ;
					else results = tempout ;
				end
				2'b11:begin
					if(tempout[0] == 1 ) results = tempout + 2 ;
					else results = tempout ;
				end
			endcase
		end
		else results = tempout ;
		addout <= results ;
		dout <= results[19:4] ;
	end
	else begin
		dout <= 0 ;
	end
end
endmodule
```
**run.sh**
```bash
#!/bin/bash
# OpenROAD 26Q1-2900-gdf79404cd8, Yosys 0.63+post, stock flow scripts
make -C /OpenROAD-flow-scripts/flow DESIGN_CONFIG=/design/flow/config.mk WORK_HOME=/design/flow/orfs finish
```
**config.mk**
```make
export PLATFORM = sky130hd
export DESIGN_NAME = SPI
export DESIGN_NICKNAME = SPI
export VERILOG_FILES = /design/flow/design.v
export SDC_FILE = /design/flow/constraint.sdc
export NUM_CORES = 4
export LEC_CHECK = 1
export CORE_AREA = 10 10 70 70
export DIE_AREA = 0 0 80 80
```
**constraint.sdc**
```tcl
current_design SPI

set clk_period 1.7
set clk_io_pct 0.2

create_clock -name clk0 -period $clk_period [get_ports {SPI_clk}]
create_clock -name clk1 -period $clk_period [get_ports {clk}]

set non_clock_inputs [all_inputs -no_clocks]
set_input_delay [expr $clk_period * $clk_io_pct] -clock clk0 $non_clock_inputs
set_output_delay [expr $clk_period * $clk_io_pct] -clock clk0 [all_outputs]
```
==> Changelog: implementation <==
### Metrics

- Worst hold margin: 0.428 ns
- FILL cells: 394
- Yosys xor share: 0.0833
- PwrDens: 801 nW/um^2
- Main flop type after synthesis: dfxtp_1
- HP Start: i[0]$_SDFF_PN1_
- Fp util: 0.0923
- Dpl cell area: 420 um^2
- Peak VDD IR: around 0.17 mV
- PortBufs: 4
- Area grow syn2layout: 41.7%
- Sink Count: 7
- Number of synthesis warnings: 313
- Synth Instances: 30
- Yosys cell count: 30
- CP arrival: 1.06 ns
- Fin Clk Skew: 0.000577 ns
- DIE WIDTH: ~80 um
- Max-cap viol count: 0
- Worst slew margin: 0.855
- CP max FO: 2
- Required time of the critical path: around 1.4 ns
- Fa+ha+maj area frac: 0.119
- Tool Warnings: 31
- Die area: 6400 um^2
- Mux frac, synth: 0
- Die Y: ~80 um
- Worst Hold Depth: 1
- Int Power: 282 uW
- # rows: 21
- Net Sw Frac: 0.212
- CP max-delay cell: clkdlybuf4s50_1
- Synth cell count leaders: 5 x dfxtp_1, 5 x nand2_1, 3 x ha_1, 3 x xnor2_1
- # IOs: 8
- Largest stage delay, worst path: 0.47 ns
- Post-synth ARST share: 0
- Status: completed
- Flip-flops with a built-in enable: 2
- Seq pwr share: 0.505
- Routed wire length: 557 um
- Mapped Area: 315 um^2
- Yosys top cell area share: 0.317
- Clk pwr share: 0.426
- CP delay by family, top: buffers and inverters
- Pin count of the biggest net entering global routing: 7
- RSZ-0062 raised after global routing: false
- Synth unique cells: 16
- Post-synth regs: 7
- Setup_tns: 0 ns
- CP Launch Point: SPI_RD$_DFFE_PP_
- Comb pwr share: 0.070
- Flop area: 160 um^2
- First-pass GRT wire length: 1010 um
- H-tree levels: 1
- Routed via count: 226
- Vias in the first global route: ~230
- Cell area leaders: dfxtp_1 32%, edfxtp_1 19%, ha_1 12%
- Yosys simple share: 0.266
- Syn Area/Cell: about 11 um^2
- # DRC: 0
- Setup crit end kind: primary output
- Final ANT Viol Nets: 0
- Vias per cell: 2.66
- FF-to-FF path depth: 5
- Area leader, netlist: dfxtp_1
- DR WL/cell: 6.55 um
- Postcts setup bufs: 0
- Hold-fix buffers at CTS: 0
- Final Max Tran Viols: 0
- Setup WS pre-CTS: 0.352 ns
- CTS buffer count: 3
- Root Buffer: clkbuf_4
- Static Leak: 0.166 nW
- GPL Wtd Cong: slightly above 0.7
- Net Switching: 75.8 uW
- RR Startpoint: i[0]$_SDFF_PN1_
- Initial antenna violation count: 0
- Cell area after layout: 447 um^2
- Logic area: 148 um^2
- Power Total: 358 uW
- Gr usage total: 0.0205
- Number of hold violations in the final report: 0
- CTS tree: yes
- YS chip area: 315 um^2
- Max Root-Sink Buffers: 2
- CTS clk-pin slew, worst paths: 0.05 ns
- Core area: 3420 um^2
- Drt initial violations: 26
- PostCTS Resize Cnt: 0
- GRT overflow: 0
- Register-to-register setup slack: 0.53 ns
- Slew at the pin closest to its max-slew limit: about 0.22 ns
- Crit path cell chain: clkdlybuf4s50_1
- Dominant comb cell: simple AND/OR/NAND/NOR gates
- Final WS setup: 0.296 ns
- DR pass1 iterations: 3
- Post-synth seq share: 0.508
- Crit start category: register
- CP Class: reg2out
- Aoi share: 0
- Hold Path Class: reg2reg
- WP depth: 1
- Share of layout cells above drive strength 1: 0.128
- WP buf/inv: 1
- # diodes: 0
- Final Setup Violations: 0
-- power by group through the flow --
| stage | combinational [mW] | clock (mW) | sequential [mW] |
|---|---|---|---|
| after CTS | 0.0254 | 0.155 | 0.181 |
| after global routing | 0.0288 | 0.166 | 0.181 |
| final | 0.0250 | 0.152 | 0.180 |
-- cell families (layout without fill, tap and decap cells) --
logic type / count (synthesis) / count (layout)
fa+ha+maj: 3 / 3
simple gates: 15 / 15
xor+xnor: 3 / 3
buf+inv: 2 / 11
flops: 7 / 7
-- placed cells by master, fill, tap and decap left out --
master,instances
nand2_1,5
dfxtp_1,5
clkdlybuf4s50_1,4
xnor2_1,3
ha_1,3
clkbuf_4,3
edfxtp_1,2
inv_1,2
nor2_1,1
nor2b_1,1
nand4_1,1
nand2b_1,1
nand4b_1,1
nand3_1,1
and3_1,1
nor3b_1,1
nor3_2,1
nor3_1,1
clkbuf_1,1
buf_4,1
-- registers in the layout, summed over array words and instances, names as in the netlist --
name     cells
i            5
SPI_RD       1
read_op      1
-- path summary, 6_finish.rpt --
check,endpoint
worst max register to register,SPI_RD$_DFFE_PP_
worst max-delay path,SPI_RD
worst min-delay path,i[0]$_SDFF_PN1_
worst min register to register,i[0]$_SDFF_PN1_
-- per-stage QoR --
step | utilization | cells
CTS | 0.131 | 85
finish | 0.131 | 85
floorplan | - | 30
global route | 0.131 | 85
global placement | 0.123 | 81
detailed placement | 0.123 | 81
-- metal layers --
layer	GRT usage	routed length [um]	vias up
li1	-	-	120
met1	0.0243	260	98
met2	0.0265	207	6
met3	0.0205	82	2
met4	0.00176	6	0
met5	0	0	-
-- area by class of cell --
class / count / share of cell area
flip-flops and latches: 7 / 0.359
multi-input cells: 21 / 0.331
well taps: 46 / 0.129
repair buffers: 5 / 0.106
clock buffers: 4 / 0.0588
inverters: 2 / 0.0168
Power is estimated from default activity; no workload was simulated.
